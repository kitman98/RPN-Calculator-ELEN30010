`flow/run.sh`:
```
#!/bin/bash
# OpenROAD 26Q1-2900-gdf79404cd8, Yosys 0.63+post, stock flow scripts
make -C /OpenROAD-flow-scripts/flow DESIGN_CONFIG=/design/flow/config.mk WORK_HOME=/design/flow/orfs finish
```
`flow/config.mk`:
```
export PLATFORM = sky130hd
export DESIGN_NAME = DispHex
export DESIGN_NICKNAME = DispHex
export VERILOG_FILES = /design/flow/design.v
export SDC_FILE = /design/flow/constraint.sdc
export NUM_CORES = 4
export LEC_CHECK = 1
export CORE_AREA = 10 10 70 70
export DIE_AREA = 0 0 80 80
```
`flow/constraint.sdc`:
```
current_design DispHex

set clk_period 1.7
set clk_io_pct 0.2

create_clock -name clk0 -period $clk_period

set non_clock_inputs [all_inputs -no_clocks]
set_input_delay [expr $clk_period * $clk_io_pct] -clock clk0 $non_clock_inputs
set_output_delay [expr $clk_period * $clk_io_pct] -clock clk0 [all_outputs]
```
`flow/design.v`:
```
module Debounce(input clk, in, output reg out = 0);
	wire in_sync;
	Synchroniser sync(clk, in, in_sync);
	localparam millisecond = 50_000;
	localparam period = millisecond*30;
	localparam size = $clog2(period);
	reg [size-1:0] count = 0, nextcount;
	reg nextout;
	always@(posedge clk) begin
		{count, out} = {nextcount, nextout};
	end
	always@(*) begin
		nextcount = (in_sync == out)?1'b0:count + 1'b1;
		nextout = out;
		if (nextcount >= period) begin
			nextcount = 0;
			nextout = in_sync;
		end
	end
endmodule
module Disp2cNum(input [7:0] bin, input enable, output [6:0] H0,output [6:0] H1,output [6:0] H2,output [6:0] H3);
	wire[7:0] w0,w1,w2,w3, converted;
	convertSigned convert(bin, converted[7], converted[6:0]);
	DispDec hex0(converted[6:0], converted[7],enable, H0, w0[6:0], w0[7]);
	DispDec hex1(w0[6:0], w0[7],0, H1, w1[6:0], w1[7]);
	DispDec hex2(w1[6:0], w1[7],0, H2, w2[6:0], w2[7]);
	DispDec hex3(w2[6:0], w2[7],0, H3, w3[6:0], w3[7]);
endmodule
module DispDec(input [6:0] bin, input neg, enable, output [6:0] disp, output [6:0] next_bin, output next_neg);
		SSeg hex(bin%10, neg&&!bin,enable||bin||neg, disp);
		assign next_bin = bin/10;
		assign next_neg = neg&(|bin);
endmodule
module convertSigned(input [7:0] signedBin, output neg, output [6:0] unsignedBin);
	assign neg = signedBin[7];
	assign unsignedBin = (signedBin[7] == 1)? ((~signedBin[6:0]) + 1):signedBin[6:0];
endmodule
module DispHex(input [7:0] bin, output [6:0] H0,output [6:0] H1);
	SSeg ss0(bin[3:0], 0, 1, H0);
	SSeg ss1(bin[7:4], 0, 1, H1);
endmodule
module Synchroniser(input clk, in, output reg in_sync = 0);
	reg ff1 = 0;
	always@(posedge clk) begin
		ff1 <= in;
		in_sync <= ff1;
	end
endmodule
module SSeg(input [3:0] bin, input neg, input enable, output reg [6:0] segs);
	always @(*)
		if (enable) begin
			if (neg) segs = 7'b011_1111;
			else begin
				case (bin)
					0: segs = 7'b100_0000;
					1: segs = 7'b111_1001;
					2: segs = 7'b010_0100;
					3: segs = 7'b011_0000;
					4: segs = 7'b001_1001;
					5: segs = 7'b001_0010;
					6: segs = 7'b000_0010;
					7: segs = 7'b111_1000;
					8: segs = 7'b000_0000;
					9: segs = 7'b001_1000;
					10: segs = 7'b000_1000;
					11: segs = 7'b000_0011;
					12: segs = 7'b100_0110;
					13: segs = 7'b010_0001;
					14: segs = 7'b000_0110;
					15: segs = 7'b000_1110;
				endcase
			end
		end
		else segs = 7'b111_1111;
endmodule
module DetectFallingEdge(input clk, btn_sync, output out);
	reg prev = 0;
	always@(posedge clk) begin
		prev <= btn_sync;
	end
	assign out = !btn_sync&prev;
endmodule
```
==> results_dict.tcl <==
# place-and-route summary
set metrics [dict create \
    result_of_the_run "finished, final reports clean" \
    routed_wl_mm 2.06 \
    critPathTopFamily "buffers and inverters" \
    die_area_sq_um 6400 \
    n_antenna_cell 0 \
    dp_slack_ns -0.761 \
    number_of_clock_buffers_in_the_layout 0 \
    grt_usage_pct 6.14 \
    largest_net_degree_at_the_start_of_global_routing 9 \
    layout-area-overhead-vs-synth_pct 143 \
    core_area_sq_um 3420 \
    most_common_cell "ha_1" \
    worstMarginPinSlew_ns 0.211 \
    io_pins 22 \
    antenna_violating_nets_post_route 0 \
    setup_total_negative_slack_ns 0 \
    yosysTopAreaCell "ha_1" \
    grt_antenna_before_repair 0 \
    relSlewSlack_pct 85.8 \
    synth_area_sq_um 509 \
    drc_errors 0 \
    cp_data_arrival_time_ns 1.32 \
    fin_crit_sh_pct 97.6 \
    vias 706 \
    area_leaders "ha_1 29%, o21ai_0 5.9%, nor2_1 5.9%, inv_1 5.2%, o31ai_1 4.4%" \
    first_pass_iters 2 \
    sequential_cell_area_sq_um 0 \
    required_ns 1.36 \
    dp.final_hpwl_mm 1.32 \
    master_of_the_slowest_instance_on_the_critical_path "dlygate4sd2_1" \
    synthDominantCellAreaShare_pct 29.5 \
    postCtsHoldBufs 0 \
    total_power_uw 295 \
    drt_iter0_drc 16 \
    layout.sequential_cells 0 \
    timing.critical_path.slowest_cell_delay_ns 0.23 \
    ys_area_sq_um 509 \
    tool_warnings 43 \
    placement.io_buffers 22 \
    ys_types 27 \
    rsz0062_at_grt "yes" \
    post_drt_wl_per_cell_microns 12.3 \
    rows 21 \
    syn_area_per_cell_sq_um 7.07 \
    maxSlewViolCount 0 \
    die_w_microns 80 \
    critical_path.n_buffers_inverters 5 \
    report.final.hold_viol_count 0 \
    max_freq_mhz 603 \
    die-height_microns 80 \
    maxCapViolCount 0 \
    static-leakage-power_nw 0.551 \
    crit_chain "buf_8, inv_4, buf_4, ha_4, buf_4, a22o_1, dlygate4sd2_1" \
    ys_top_cells_by_count "12 x ha_1, 8 x nor2_1, 7 x inv_1" \
    pwr_density_cell_nw_per_um2 239 \
    gp_congestion 0.831 \
    placedInstanceArea_sq_um 908 \
    fp_util_pct 14.9 \
    finalCriticalPeriod_ns 1.66 \
    grt_first_pass_wirelength_mm 3.44 \
    final_layout_size_suffix_gt1_share_pct 63.9 \
    critPathLaunchType "primary input" \
    overflow 0 \
    hold_class "primary input to primary output" \
    post_synth_inst_count 72 \
    vias_in_the_first_global_route 782 \
    stdcell_area_sq_um 1240 \
    setup.worst_path.end_class "primary output" \
    synth-seq-area-share_pct 0 \
    timing.critical_path.mode_cell "buf_4" \
    vdd_ir_drop_max_v 0.000106 \
    synth.yosys.num_cells 72 \
    crit_type "primary input to primary output" \
    viasPerCell 4.20 \
    finalSetupViolCount 0 \
    final_core_utilization_pct 36.2 \
    worst-path-max-fanout 3 \
    yosys_warnings 5 \
    finalWorstSetupSlack_ns 0.0404 \
]
## metrics by stage
stage / cells / hold WS [ns]
2_1_floorplan: 72 / 0.711
3_3_place_gp: 156 / 1.73
3_5_place_dp: 156 / 1.75
4_1_cts: 168 / 1.13
5_1_grt: 168 / 1.05
6_report: 168 / 1.02
## layout make-up
type               count  area, sq um
fillers              331         2180
inverters              7         43.8
well taps             46         57.6
multi-input cells     61          662
repair buffers        54          474
## cells by family (layout without fill, tap and decap cells)
| kind of cell | after synthesis | in the layout | share of synthesized area [%] |
|---|---|---|---|
| muxes | 3 | 3 | 6.14 |
| and+or+nand+nor | 22 | 22 | 23.1 |
| AOI/OAI and AO/OA | 24 | 24 | 30.5 |
| adders and majority gates | 12 | 12 | 29.5 |
| buffers and inverters | 11 | 61 | 10.8 |
## layout by cell type, fill, tap and decap left out, drive strengths merged
master         Yosys  routed
dlygate4sd2        0       4
nor2               8       8
clkbuf             0       5
or3b               1       1
inv                7       7
a21boi             1       1
buf                4      40
a21oi              4       4
nor2b              3       3
a22o               1       1
and2               2       2
clkdlybuf4s15      0       5
ha                12      12
a211oi             1       1
o21ai              7       7
o32ai              1       1
o31ai              3       3
o31a               1       1
o22ai              3       3
mux2               1       1
or2                1       1
mux2i              2       2
nand2              4       4
nand2b             3       3
o211ai             1       1
a32o               1       1
## layer usage
layer | GRT usage [%] | vias up | share of wire (%)
met5 | 0 | - | 0
met4 | 0.528 | 0 | 0
met3 | 0.909 | 0 | 6.0
met2 | 10.7 | 18 | 47
met1 | 8.04 | 331 | 47
li1 | - | 357 | -
## power breakdown
part | internal [mW] | total, mW | leakage, nW | switching (mW)
Clock | 0 | 0 | 0 | 0
Sequential | 0 | 0 | 0 | 0
Combinational | 0.173 | 0.295 | 0.551 | 0.122
Total | 0.173 | 0.295 | 0.551 | 0.122
## path summary, 6_finish.rpt
kind	slack [ns]	end	cells after the start	startpoint
worst min-delay path	1.02	H1[0]	3	bin[6]
worst max-delay path	0.04	H1[2]	7	bin[4]
## timing repair
item / CTS / global route
setup buffers: 11 / 0
resized: 99 / 33
pin swaps: 14 / 8
cloned: 2 / 0
endpoints found under the setup margin: 14 / 13
Power figures rest on the tool's default switching activity, not on a simulated workload.
